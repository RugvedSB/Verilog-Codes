===== flow/run.sh =====
#!/bin/bash
# OpenROAD 26Q1-2900-gdf79404cd8, Yosys 0.63+post, stock flow scripts
make -C /OpenROAD-flow-scripts/flow DESIGN_CONFIG=/design/flow/config.mk WORK_HOME=/design/flow/orfs finish

===== flow/config.mk =====
export PLATFORM = sky130hd
export DESIGN_NAME = cla_4bit
export DESIGN_NICKNAME = cla_4bit
export VERILOG_FILES = /design/flow/design.v
export SDC_FILE = /design/flow/constraint.sdc
export NUM_CORES = 4
export LEC_CHECK = 1
export CORE_AREA = 10 10 70 70
export DIE_AREA = 0 0 80 80

===== flow/constraint.sdc =====
current_design cla_4bit

set clk_period 1.1
set clk_io_pct 0.2

create_clock -name clk0 -period $clk_period

set non_clock_inputs [all_inputs -no_clocks]
set_input_delay [expr $clk_period * $clk_io_pct] -clock clk0 $non_clock_inputs
set_output_delay [expr $clk_period * $clk_io_pct] -clock clk0 [all_outputs]

===== flow/design.v =====
`timescale 1ns / 1ps
module cla_4bit(
    output cout,
    output [3:0]s,
    input cin,
    input  [3:0]a,
    input [3:0]b
    );
wire [3:0]p, g;
wire [4:1]c;
assign  p[0] = a[0] ^ b[0],
        p[1] = a[1] ^ b[1],
        p[2] = a[2] ^ b[2],
        p[3] = a[3] ^ b[3];
assign  g[0] = a[0] & b[0],
        g[1] = a[1] & b[1],
        g[2] = a[2] & b[2],
        g[3] = a[3] & b[3];
assign  c[1] = g[0] | (p[0] & cin),
        c[2] = g[1] | (p[1] & (g[0] | (p[0] & cin))),
        c[3] = g[2] | (p[2] & g[1]) | (p[2] & p[1] & g[0]) | (p[2] & p[1] & p[0] & cin),
        c[4] = g[3] | (p[3] & g[2]) | (p[3] & p[2] & g[1]) | (p[3] & p[2] & p[1] & g[0]) | (p[3] & p[2] & p[1] & p[0] & cin);
assign  s[0] = p[0] ^ a[0],
        s[1] = p[1] ^ a[1],
        s[2] = p[2] ^ a[2],
        s[3] = p[3] ^ a[3];
assign cout = c[4];
endmodule

==> impl_metrics.json <==
{
  "postCtsHoldBufs": 0,
  "viasPerCell": 2.31,
  "hold_depth": 3,
  "max_stage_delay_ns": 0.23,
  "seq_cell_count": 0,
  "num_io_pins": 14,
  "synthCells": 13,
  "cp-end-kind": "output pin",
  "register_area_um2": 0,
  "power_leakage_nw": 0.171,
  "stdcell_count": 80,
  "path_cells": "buf_6 > ha_4 > a21o_1 > a21oi_2 > o21ai_1 > buf_2",
  "antenna_cells": 0,
  "gp_congestion": 0.725,
  "clkbuf_count": 0,
  "crit_fanout": 3,
  "nFillCells": 391,
  "dpl.cell_count": 77,
  "ir_drop_uv": 46.8,
  "first_pass_iters": 2,
  "status": "complete, but fails checks",
  "finalCritPeriodShare_pct": 114,
  "routed_wl_um": 654,
  "yosys_area_um2": 113,
  "rsz0062_at_grt": "yes",
  "die_w_um": 80,
  "die_y_um": 80,
  "max_cap_viol_count": 0,
  "critPathSlowestCell": "ha_4",
  "drt_iter0_drc": 3,
  "dpl.hpwl_um": 513,
  "drv_slew": 0,
  "period_needed_ns": 1.25,
  "grt_pass1_vias": 201,
  "fin_tns_setup_ns": -0.188,
  "cp.arrival_ns": 1.03,
  "vias": 185,
  "ys_seq_share_pct": 0,
  "tightest_slew_ns": 0.139,
  "cp_num_buf_inv": 2,
  "grt_use_total_pct": 1.87,
  "drive_above_1_share_pct": 82.4,
  "rows": 21,
  "setup_viol": 2,
  "core_um2": 3420,
  "critical_path_class": "in -> out",
  "avgSynthCellArea_um2": 8.66,
  "fmax_mhz": 800,
  "grt_max_degree": 4,
  "portBuffers": 14,
  "slew_headroom_pct": 90.7,
  "power_density_nw_per_um2": 417,
  "design_power_total_mw": 0.175,
  "hold_class": "in -> out",
  "routedWlPerCell_um": 8.18,
  "crit_required_ns": 0.88,
  "die_area_um2": 6400,
  "ant_nets": 0,
  "synth_area_um2": 113,
  "ys_cells": 13,
  "startpoint_type": "input port",
  "yosys_warnings": 0,
  "yosysUniqueCellTypes": 6,
  "grt_overflow": 0,
  "grt_pass1_wl_um": 966,
  "antenna_found_initial": 0,
  "drc": 0,
  "syn_to_final_growth_pct": 272,
  "cp_top_family": "AND-OR/OR-AND gates",
  "crit_cells": 6,
  "violations": "setup timing",
  "fp-utilization_pct": 3.30,
  "openroad.warnings": 34,
  "hold_violations": 0,
  "mi_logic_area_um2": 183,
  "fin_ws_ns": -0.150
}
## repair_timing
item	in CTS	in global routing
setup endpoints to repair	5	4
pin swaps	10	2
gates resized	65	2
setup buffers	3	0
## path summary, 6_finish.rpt
check | from | end | slack [ns]
max | b[2] | cout | -0.15
min | a[0] | s[0] | 0.68
## layout make-up
type,count,share of cell area [%]
multi-input cells,13,43.6
repair buffers,21,42.7
well taps,46,13.7
## per-layer routing
layer	up-vias	wire, µm	track usage, %	share of wire [%]
met4	0	0	0	0
met1	85	289	2.44	44
met2	10	254	2.73	39
met5	-	0	0	0
met3	0	110	1.14	17
li1	90	-	-	-
## cells by family after synthesis
family                     synth area share (%)
and+or+nand+nor                            4.44
AOI/OAI and AO/OA                          20.0
adders and majority gates                  44.4
xor gates and xnor gates                   31.1
## per-stage QoR
stage                     utilization (%)  cell area (µm²)  hold slack [ns]  setup WS [ns]
after global routing                 12.3              419            0.698         -0.216
after detailed placement             9.96              340             1.43         -0.938
final                                12.3              419            0.683         -0.150
after floorplan                         -              113            0.465        0.00604
after global placement               9.96              340             1.43         -0.955
after CTS                            11.9              408            0.693         -0.138
## cells in the mapped netlist
cell type  n  share of area [%]
xor2_1     4                 31
a21oi_1    2                8.9
ha_1       4                 44
nand3_1    1                4.4
a21o_1     1                6.7
o21ai_1    1                4.4
## cell usage in the layout, fill, tap and decap left out, drive strengths merged
master,count
o21ai,1
xor2,4
nand3,1
clkdlybuf4s50,1
a21o,1
ha,4
a21oi,2
buf,20
## power breakdown
group          internal (mW)  switching (mW)  total, mW
logic                  0.116          0.0584      0.175
clock network              0               0          0
registers                  0               0          0
total                  0.116          0.0584      0.175
## worst min-delay path, stage by stage
cell	delay (ns)
buf_8	0.08
xor2_1	0.06
buf_2	0.11
Power figures rest on the tool's default switching activity, not on a simulated workload.
